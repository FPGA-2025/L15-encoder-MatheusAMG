==> flow/design.v <==
module Encoder (
    input wire clk,
    input wire rst_n,
    input wire horario,
    input wire antihorario,
    output reg A,
    output reg B
);
reg [1:0] current_state;
localparam [1:0] S0 = 2'b00,
                 S1 = 2'b01,
                 S2 = 2'b10,
                 S3 = 2'b11;
always @(posedge clk, negedge rst_n) begin
    if(~rst_n) begin
        A <= 0;
        B <= 0;
        current_state <= 0;
    end
    else begin
        if(horario && ~antihorario) begin
            case (current_state)
                S0: begin
                    current_state <= S2;
                    A <= S2[1];
                    B <= S2[0];
                end 
                S1: begin
                    current_state <= S0;
                    A <= S0[1];
                    B <= S0[0]; 
                end 
                S2: begin
                    current_state <= S3;
                    A <= S3[1];
                    B <= S3[0];
                end 
                S3: begin
                    current_state <= S1;
                    A <= S1[1];
                    B <= S1[0];
                end 
            endcase
        end
        else if(antihorario && ~horario) begin
            case (current_state)
                S0: begin
                    current_state <= S1;
                    A <= S1[1];
                    B <= S1[0];
                end 
                S1: begin
                    current_state <= S3;
                    A <= S3[1];
                    B <= S3[0]; 
                end 
                S2: begin
                    current_state <= S0;
                    A <= S0[1];
                    B <= S0[0];
                end 
                S3: begin
                    current_state <= S2;
                    A <= S2[1];
                    B <= S2[0];
                end 
            endcase
        end
        else begin
            current_state <= current_state;
            A <= current_state[1];
            B <= current_state[0];
        end
    end
end
endmodule
==> flow/run.sh <==
#!/bin/bash
# OpenROAD 26Q1-2900-gdf79404cd8, Yosys 0.63+post, stock flow scripts
make -C /OpenROAD-flow-scripts/flow DESIGN_CONFIG=/design/flow/config.mk WORK_HOME=/design/flow/orfs finish
==> flow/config.mk <==
export PLATFORM = sky130hd
export DESIGN_NAME = Encoder
export DESIGN_NICKNAME = Encoder
export VERILOG_FILES = /design/flow/design.v
export SDC_FILE = /design/flow/constraint.sdc
export NUM_CORES = 4
export LEC_CHECK = 1
export CORE_AREA = 10 10 70 70
export DIE_AREA = 0 0 80 80
==> flow/constraint.sdc <==
current_design Encoder

set clk_period 1.0
set clk_io_pct 0.2

create_clock -name clk0 -period $clk_period [get_ports {clk}]

set non_clock_inputs [all_inputs -no_clocks]
set_input_delay [expr $clk_period * $clk_io_pct] -clock clk0 $non_clock_inputs
set_output_delay [expr $clk_period * $clk_io_pct] -clock clk0 [all_outputs]
==> reports/qor.csv <==
metric;value;unit
Pwr Total;0.000676;W
Worst VDD drop;0.000345;V
Post-synth seq share;43.5;%
GP Congestion;0.672;
die height;80;um
Area after DPL;372;sq um
layout cells sized above 1;39.4;%
crit path cell chain;clkdlybuf4s15_1;
Worst-Skew Late Latency;0.24;ns
CP Buf/Inv Count;1;
post-detailed-route count of antenna-violating nets;0;
drt first-iter violations;13;
Worst Clk Skew;0.00408;ns
Top-area cell share;43.5;%
maxcap violations;0;
Synth area leaders;dfrtp_1 (43%), ha_1 (11%), nor3b_1 (6.5%);
Setup TNS;0;ns
status;finished clean;
CP max FO;1;
Overflow after GRT;0;
# Cells Yosys;22;
Worst Setup Start Kind;flip-flop;
WL/cell;6.15;um
fin area;387;sq um
chip area;6400;sq um
Leak;0.168;nW
PwrDens;1750;nW/um^2
CTS tree;done;
FFs w/ async S/R, synth;100;%
netlist area before placement;230;sq um
fin crit period;0.963;ns
CP max stage delay;0.36;ns
io pins;6;
Slowest cell on crit path;dfrtp_1;
Post-synth top cells;dfrtp_1 (4), inv_1 (3);
ys flops;4;
crit path DRT;0.80;ns
Worst Path Arrival;0.76;ns
Avg Inst Size Synth;10.5;sq um
post-synth top area cell;dfrtp_1;
first-pass GRT wire length;793;um
Root Driver;clkbuf_4;
Core Region;3420;sq um
CP delay by family, top;flip-flops;
clock transition at the registers of the reported paths;0.04;ns
clk sink count;4;
Unique cell types;13;
antenna cells;0;
worst slew pin tran;0.178;ns
routed wire length;486;um
CTS Buf Count;3;
overall routing resource usage;1.62;%
final max-slew violation count;0;
Setup CP Type;flip-flop to output port;
count leader, synth;dfrtp_1;
YS chip area;230;sq um
Vias;196;
vias per cell;2.48;
Worst slew margin;88.1;%
post-layout period usage;96.3;%
largest net degree at the start of global routing;9;
fmax;1040;MHz
row count;21;
final-report setup violation count;0;
Post-synth EDFFs;0;
DRC;0;
filler instances;403;
Hold Fails Final Rpt;0;
H-tree depth;1;
tool warning count;26;
RSZ-0062 raised after global routing;false;
Mapped Cells;22;
DP Worst Slack;-0.577;ns
Die Wd;80;um
CTS Hold Buffers Added;0;
Synth Warn #;1;
final setup margin;0.0374;ns
vias in the first global route;185;
fp_density;6.74;%
critical path endpoint category;output port;
Port Buffers;5;
DRT Pass-1 Iters;2;
Tightest Hold Check Type;input pin to async pin;
initial antenna violation count;0;
P&R area growth vs syn;67.9;%
Longest Clk Path Bufs;2;
main flop type;dfrtp_1;
[final timing paths]
check	start	end	slack, ns	cells after the start
setup / recovery	B$_DFF_PN0_	B	0.04	1
hold / removal	rst_n	B$_DFF_PN0_	0.16	1
max in group asynchronous	rst_n	current_state[1]$_DFFE_PN0P_	0.67	1
setup reg to reg	current_state[0]$_DFFE_PN0P_	A$_DFF_PN0_	0.06	2
min in group clk0	horario	B$_DFF_PN0_	0.41	3
hold reg to reg	current_state[1]$_DFFE_PN0P_	current_state[1]$_DFFE_PN0P_	0.58	2
[flip-flops by register name, indices dropped and copies added, names as in the netlist]
signal         count
current_state      2
A                  1
B                  1
[report_power, final]
group | leakage [nW] | total, W | switching (W) | internal, W
logic | 0.105 | 0.000206 | 0.0000685 | 0.000138
clock network | 0.0138 | 0.000203 | 0.0000685 | 0.000134
registers | 0.0487 | 0.000267 | 0.0000451 | 0.000222
total | 0.168 | 0.000676 | 0.000182 | 0.000494
[layout make-up]
cell class | count | area (sq um) | area share [%]
Tap cell | 46 | 57.6 | 14.9
Multi-Input combinational cell | 14 | 123 | 31.7
Clock buffer | 3 | 22.5 | 5.83
Sequential cell | 4 | 100 | 25.9
Inverter | 3 | 13.8 | 3.56
Timing Repair Buffer | 9 | 70.1 | 18.1
[cells in the final DEF, fill, tap and decap left out, drive strengths merged, types with 2 or more instances in the layout]
master         instances
buf                    4
clkbuf                 5
clkdlybuf4s15          2
dfrtp                  4
ha                     2
inv                    3
nand2                  2
nor3b                  2
o21ai                  2
[layer usage]
layer  global-route usage [%]  part of all wire, %  up-vias
met5                        0                    0        -
met4                    0.528                  2.7        0
met3                     1.93                   24        4
met2                     1.85                   29        9
met1                     1.80                   44       87
li1                         -                    -       96
[per-stage QoR]
| step | instances | util, % | hold slack, ns |
|---|---|---|---|
| 6_report | 79 | 11.3 | 0.159 |
| 5_1_grt | 79 | 11.3 | 0.150 |
| 4_1_cts | 79 | 11.6 | 0.157 |
| 3_5_place_dp | 76 | 10.9 | 0.412 |
| 3_3_place_gp | 76 | 10.9 | 0.412 |
| 2_1_floorplan | 22 | - | -0.0956 |
[cell families after synthesis]
family,after synthesis,synth area share [%]
AOI/OAI and AO/OA,4,13.0
xor gates and xnor gates,2,7.61
and+or+nand+nor,6,15.2
adders and majority gates,2,10.9
buffers and inverters,4,9.78
DFF,4,43.5
[repair_timing]
action / in CTS / in global routing
buffers inserted: 0 / 0
endpoints found under the hold margin: 0 / 0
endpoints found under the setup margin: 6 / 3
gates resized: 9 / 2
Power figures rest on the tool's default switching activity, not on a simulated workload.
